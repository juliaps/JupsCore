**flow/run.sh**
```bash
#!/bin/bash
# OpenROAD 26Q1-2900-gdf79404cd8, Yosys 0.63+post, stock flow scripts
make -C /OpenROAD-flow-scripts/flow DESIGN_CONFIG=/design/flow/config.mk WORK_HOME=/design/flow/orfs finish
```
**flow/constraint.sdc**
```tcl
current_design ConversorBinP2

set clk_period 2.5
set clk_io_pct 0.2

create_clock -name clk0 -period $clk_period

set non_clock_inputs [all_inputs -no_clocks]
set_input_delay [expr $clk_period * $clk_io_pct] -clock clk0 $non_clock_inputs
set_output_delay [expr $clk_period * $clk_io_pct] -clock clk0 [all_outputs]
```
**flow/config.mk**
```make
export PLATFORM = sky130hd
export DESIGN_NAME = ConversorBinP2
export DESIGN_NICKNAME = ConversorBinP2
export VERILOG_FILES = /design/flow/design.v
export SDC_FILE = /design/flow/constraint.sdc
export NUM_CORES = 4
export LEC_CHECK = 1
export CORE_AREA = 10 10 70 70
export DIE_AREA = 0 0 80 80
```
**flow/design.v**
```verilog
module ConversorBinP2(switches, bin2);
	input  [9:0] switches;
	output reg [8:0] bin2;
	always @ (*) begin
		if(switches[9] == 1'b1) begin
			bin2 = ~(switches[8:0]) + 9'b000000001;
		end
		else begin
			bin2 = switches[8:0];
		end
	end
endmodule
```
==> out/summary.rpt <==
=============================================================================
Run status                                                       finished, final reports clean
LEAKAGE                                                              0.189 nW
Number of setup buffers added after CTS                                     0
Pre-CTS setup slack                                                 -0.180 ns
Portion of the post-synthesis area used by sequential elements             0%
Hold Fails Final Rpt                                                        0
Yosys synthesis chip area                                             181 µm²
Core Util at FP                                                         5.31%
Transition time at the pin with the least slew margin                0.288 ns
Netlist area before placement                                         181 µm²
Wirelength, routed                                                     769 µm
Post-detailed-route via-to-cell ratio                                    2.70
Total of clock buffers placed in the layout                                 0
Number of distinct library cells after synthesis                           15
Antenna diode count                                                         0
Overflow left after global routing                                          0
Data required time at the worst endpoint                              2.00 ns
Total die size                                                       6400 µm²
Period minus WS final                                                 2.41 ns
Final setup TNS                                                          0 ns
Num sequential                                                              0
Synth Instances                                                            26
Standard-cell rows                                                         21
Hold WS                                                               1.67 ns
First drt pass iteration count                                              2
Global-route wire length before repair                                1.24 mm
Layout fillers                                                            396
Routability-driven placement congestion ratio                           0.732
Design Area, Final                                                    487 µm²
Detailed-placement wirelength estimate                                 719 µm
Peak VDD IR                                                         0.0242 mV
Average cell area after synthesis                                    6.98 µm²
Most used logic cell in the final layout                         sky130_fd_sc_hd__clkdlybuf4s50_1
Syn-to-layout area delta                                                 168%
Share of cells above drive strength 1                                   25.5%
Total number of warnings across the stage logs                             32
Wire length per cell after detailed routing                           7.93 µm
Areal power density over the cells                                 160 nW/µm²
Top logic cells by instance count in the layout                  sky130_fd_sc_hd__clkdlybuf4s50_1 (12), sky130_fd_sc_hd__buf_4 (7), sky130_fd_sc_hd__dlygate4sd2_1 (5)
Number of warnings printed during yosys synthesis                           1
Worst hold path class                                            input pin to primary output
Final setup margin                                                  0.0850 ns
Crit share post-route                                                   96.6%
Design Power                                                        0.0780 mW
Count of vias placed by the detailed router                               262
Total of max-cap violations                                                 0
Area of the multi-input gates                                         181 µm²
Peak clock frequency supported by timing                            0.414 GHz
DRC Markers                                                                 0
Remaining antenna violation count                                           0
Setup repair after global routing missed its margin                     false
Combined global-route utilization of all metal layers                   2.29%
Via count of the first global-routing pass                                275
Die W                                                                   80 µm
Sequential cell area in the final layout                                0 µm²
Drt first-iter violations                                                  11
Placed instance area                                                  474 µm²
Pins Over Slew Limit                                                        0
CP Data Arrival Time                                                  1.91 ns
Floorplan Core Area                                                  3420 µm²
# Cells Yosys                                                              26
Worst setup path category                                        input pin to primary output
Largest net degree at the start of global routing                           5
Rel. slew slack                                                         80.7%
Biggest fanout along the worst timing path                                  3
Number of ports placed on the die boundary                                 19
Setup crit end kind                                              primary output
Setup violation total in the final timing report                            0
Critical path startpoint category                                   input pin
Port bufs                                                                  19
Die H                                                                   80 µm
Antenna violations before repair                                            0
=============================================================================
==> cell families after synthesis <==
family / share of synthesized area (%)
buffers and inverters: 10.3
adders and majority gates: 6.90
and+or+nand+nor: 22.8
xor gates and xnor gates: 33.8
AOI/OAI and AO/OA: 26.2
==> through the flow <==
step | util [%] | cells
after floorplan | - | 26
after global placement | 13.9 | 97
after detailed placement | 13.9 | 97
after CTS | 14.2 | 97
after global routing | 14.2 | 97
final | 14.2 | 97
==> cell type report <==
class | instances | share of cell area, %
Timing Repair Buffer | 26 | 48.6
Multi-Input combinational cell | 22 | 37.3
Tap cell | 46 | 11.8
Inverter | 3 | 2.31
==> power breakdown <==
part / total, mW / internal (mW) / switching, mW
clock: 0 / 0 / 0
sequential: 0 / 0 / 0
combinational: 0.0780 / 0.0522 / 0.0258
==> Yosys cell counts, drive strengths merged, types with 2 or more instances <==
| cell type | instances | area (µm²) |
|---|---|---|
| o21ai | 2 | 10.0 |
| a21oi | 3 | 15.0 |
| inv | 3 | 11.3 |
| nor2 | 2 | 7.51 |
| xor2 | 4 | 35.0 |
| xnor2 | 3 | 26.3 |
==> critical path, cell delays in order <==
cell                              delay, ns
sky130_fd_sc_hd__clkdlybuf4s50_1       0.52
sky130_fd_sc_hd__nor3_1                0.07
sky130_fd_sc_hd__a21oi_1               0.19
sky130_fd_sc_hd__xor2_1                0.15
sky130_fd_sc_hd__clkdlybuf4s50_1       0.48
==> per-layer routing <==
layer	wire length, µm	up-vias	GRT usage (%)
met2	342	11	3.77
met1	335	112	2.97
met4	0	0	0
met5	0	-	0
met3	90	0	0.795
li1	-	139	-
==> repair_timing <==
action                                  CTS  global route
hold buffers                              0             0
resized                                  11             4
pin swaps                                 5             2
endpoints found under the setup margin    8             2
==> path summary, 6_finish.rpt <==
check         from  endpoint  depth (start not counted)
max    switches[6]   bin2[7]                          5
min    switches[0]   bin2[0]                          2
Power figures rest on the tool's default switching activity, not on a simulated workload.
