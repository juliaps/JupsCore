===== run.sh =====
#!/bin/bash
# OpenROAD 26Q1-2900-gdf79404cd8, Yosys 0.63+post, stock flow scripts
make -C /OpenROAD-flow-scripts/flow DESIGN_CONFIG=/design/flow/config.mk WORK_HOME=/design/flow/orfs finish

===== config.mk =====
export PLATFORM = sky130hd
export DESIGN_NAME = PCOut
export DESIGN_NICKNAME = PCOut
export VERILOG_FILES = /design/flow/design.v
export SDC_FILE = /design/flow/constraint.sdc
export NUM_CORES = 4
export LEC_CHECK = 1
export CORE_AREA = 10 10 91 91
export DIE_AREA = 0 0 101 101

===== constraint.sdc =====
current_design PCOut

set clk_period 10.7
set clk_io_pct 0.2

create_clock -name clk0 -period $clk_period

set non_clock_inputs [all_inputs -no_clocks]
set_input_delay [expr $clk_period * $clk_io_pct] -clock clk0 $non_clock_inputs
set_output_delay [expr $clk_period * $clk_io_pct] -clock clk0 [all_outputs]

===== design.v =====
module ConversorBCD(bin, bcd1, bcd2, bcd3);
	input 	  [8:0] bin;
	output reg [3:0] bcd1, bcd2, bcd3;
	integer idx;
	always @ (*) begin
		bcd1 = 4'd0;
		bcd2 = 4'd0;
		bcd3 = 4'd0;
		for(idx = 8; idx >= 0; idx = idx - 1) begin
			if(bcd3 >= 5)
				bcd3 = bcd3 + 4'b0011;
			if(bcd2 >= 5)
				bcd2 = bcd2 + 4'b0011;
			if(bcd1 >= 5)
				bcd1 = bcd1 + 4'b0011;
			bcd3 = bcd3 << 1;
			bcd3[0] = bcd2[3];
			bcd2 = bcd2 << 1;
			bcd2[0] = bcd1[3];
			bcd1 = bcd1 << 1 ;
			bcd1[0] = bin[idx];
		end
	end
endmodule 
module ConversorComp2(bin2, out, signal);
	input 	  [8:0] bin2;
	output reg [8:0] out;
	output reg signal;
	always @ (*) begin
		if(bin2[8] == 1'b1) begin
			signal = 1;
			out = ~(bin2[8:0]) + 1'b1;
		end
		else begin
			signal = 0;
			out = bin2[8:0];
		end
	end
endmodule 
module Display(number, halt, display);
input [3:0] number;
input halt;
output reg [6:0]display; 
always @ (*) begin
	if(halt == 0) begin
		display = ~(7'b0000000);
	end
	else begin
		case(number)
			4'b0000 : display = ~(7'b1111110);
			4'b0001 : display = ~(7'b0110000);
			4'b0010 : display = ~(7'b1101101);
			4'b0011 : display = ~(7'b1111001);
			4'b0100 : display = ~(7'b0110011);
			4'b0101 : display = ~(7'b1011011);
			4'b0110 : display = ~(7'b1011111);
			4'b0111 : display = ~(7'b1110000);
			4'b1000 : display = ~(7'b1111111);
			4'b1001 : display = ~(7'b1111011);
			default : display = ~(7'b0000000);
		endcase
	end
end
endmodule 
module PCOut(ProgramCounter, dpc1, dpc2);
	input [8:0] ProgramCounter;
	wire [8:0] bin2;
	wire [8:0] bin;
	wire signal;
	wire [3:0] unit, ten, hundred;
	output [6:0] dpc1, dpc2;
	assign bin2 = ProgramCounter;
	ConversorComp2 c2(.bin2(bin2), .out(bin), .signal(signal));
	ConversorBCD cBCD(.bin(bin), .bcd1(unit), .bcd2(ten), .bcd3(hundred));
	Display d1(.number(unit), .halt(1), .display(dpc1));
	Display d2(.number(ten), .halt(1), .display(dpc2));
endmodule 

==> PnR_summary.wiki <==
== Flow metrics ==
{| class="wikitable"
! Metric !! Value
|-
| Power, Total || 904 uW
|-
| Die Size || 0.0102 mm2
|-
| NetSw || 399 uW
|-
| Start point of the worst min-delay path || ProgramCounter[0]
|-
| Category of the worst setup path capture point || output port
|-
| Fin Setup TNS || -0.123 ns
|-
| Synth top area cells || ha_1 (16%), nand2_1 (5.6%), mux2i_1 (5.0%), inv_1 (4.1%), a21oi_1 (3.7%)
|-
| First-pass GRT wire length || 10.9 mm
|-
| Sequential standard cell area || 0 um2
|-
| Maximum Capacitance Violations || 0
|-
| FP Rows || 29
|-
| Most used logic cell in the final layout || buf_4
|-
| P_int || 505 uW
|-
| Path class of the lowest-slack min-delay path || input port to output port
|-
| Critical path buffers and inverters || 6
|-
| Post-Route WL || 6.47 mm
|-
| Post-placement worst setup slack || -0.696 ns
|-
| Area of combinational cells with multiple inputs || 0.00236 mm2
|-
| Number of iterations in the first detailed-routing pass || 4
|-
| Portion of the post-synthesis area used by sequential elements || 0%
|-
| Relative contribution of sequential cells to total power || 0%
|-
| Relative slew slack || 61.1%
|-
| Critical path start-end classification || input port to output port
|-
| Flip-flops || 0
|-
| Antenna Violating Nets Remaining || 0
|-
| WHS Path Cells || 5
|-
| Setup repair after global routing missed its margin || yes
|-
| Total number of warnings across the stage logs || 46
|-
| Post-synthesis to final-layout area growth || 85.9%
|-
| Count of endpoints failing setup in the final report || 4
|-
| Main logic family after synthesis || AND-OR/OR-AND gates
|-
| Overall track demand over capacity in global routing || 12.1%
|-
| Gate power share || 100.0%
|-
| Cell mode on critical path || nand2b_4
|-
| Global placement routability congestion || 0.893
|-
| End point of the worst hold path || dpc1[2]
|-
| Post-synthesis cell count from yosys || 277
|-
| Post-synthesis share of cell area spent on and-or and or-and gates || 36.2%
|-
| CP Data Required Time || 8.56 ns
|-
| Delay-heaviest family, CP || simple AND/OR/NAND/NOR gates
|-
| Max FO, Critical Path || 4
|-
| Share of layout cells above drive strength 1 || 58.6%
|-
| Yosys cell types || 71
|-
| Proportion of synthesized area in mux cells || 10.5%
|-
| Clock buffer count || 0
|-
| Total number of yosys warnings || 5
|-
| CP max stage cell || or4_4
|-
| Height of the chip || 101 um
|-
| Std-Cell Core Area || 0.00635 mm2
|-
| Worst-margin pin slew || 0.568 ns
|-
| Area of the synthesized netlist per yosys stat || 0.00200 mm2
|-
| Post-Synth Adder-Cell Area || 15.6%
|-
| Period utilisation layout || 100%
|-
| Average wire per standard cell || 12.8 um
|-
| Final max-slew violation count || 0
|-
| Portion of total power attributed to the clock network || 0%
|-
| Placed wire-length estimate || 4.88 mm
|-
| Minimum clock period || 10.75 ns
|-
| Final number of hold-violating endpoints || 0
|-
| Slack of the critical path || -0.0468 ns
|-
| Category of the worst setup path launch point || input port
|-
| Overflow left after global routing || 0
|-
| Number of buffers inserted for hold repair after clock tree synthesis || 0
|-
| Overall via count from detail_route || 2,650
|-
| Cell taking the most area after synthesis || ha_1
|-
| Share of the synthesized area in the top cell type || 15.6%
|-
| Logic depth of the worst setup path including buffers || 40
|-
| Fraction of the mapped netlist area in simple logic gates || 28.2%
|-
| Status || finished with violations
|-
| Peak clock frequency supported by timing || 93.1 MHz
|-
| Endpoint arrival time on the critical path || 8.61 ns
|-
| Antenna violations before repair || 0
|-
| Top-level I/O count || 23
|-
| Largest net degree at the start of global routing || 10
|-
| Violations in the final reports || negative setup slack
|-
| Number of DRC markers in iteration 0 || 70
|-
| Syn avg cell area || 7.23 um2
|-
| XOR/XNOR Area Share || 4.43%
|-
| Initial standard-cell utilization of the core || 31.5%
|-
| Static leakage power || 0.00174 uW
|-
| Final-layout fill cell count || 526
|-
| Top library cells by usage in the layout, fill and taps aside || buf_4 (123), nand2_1 (25), inv_1 (15)
|-
| Count of mapped cells out of synthesis || 277
|-
| Switching power share of the total || 44.1%
|-
| Largest stage delay on the critical path || 0.53 ns
|-
| Power per cell area || 243 mW/mm2
|-
| Number of remaining DRC errors || 0
|-
| Vias in the first global route || 2,529
|-
| Count of buffers inserted at the top-level ports || 23
|-
| Netlist area before placement || 0.00200 mm2
|-
| Average vias per placed instance || 5.23
|-
| Post-route worst hold slack || 4.82 ns
|-
| Antenna cell count || 0
|-
| DIE WIDTH || 101 um
|-
| Worst IR drop on VDD || 0.000338 V
|}
[worst max-delay path by stage]
stage	startpoint	to	slack, ns
CTS	ProgramCounter[5]	dpc1[1]	-0.06
global route	ProgramCounter[3]	dpc1[1]	-0.35
finish	ProgramCounter[3]	dpc1[3]	-0.05
[kinds of logic after synthesis]
| kind of cell | count (synthesis) |
|---|---|
| AOI/OAI and AO/OA | 99 |
| xor gates and xnor gates | 8 |
| adders and majority gates | 25 |
| buffers and inverters | 26 |
| muxes | 19 |
| and+or+nand+nor | 100 |
[metrics by stage]
stage                     cell area [um2]  instances  util [%]
final                                3720        507      58.7
after global routing                 3720        507      58.7
after CTS                            3580        502      56.4
after detailed placement             3250        476      51.3
after global placement               3250        476      51.3
after floorplan                      2190        277         -
[worst min-delay path: stages]
cell	delay, ns
buf_2	0.11
inv_1	0.08
buf_4	0.16
a31oi_1	0.08
buf_2	0.11
[layer usage]
| layer | GRT usage [%] | wire length (um) | vias up |
|---|---|---|---|
| li1 | - | - | 1379 |
| met1 | 17.1 | 3210 | 1223 |
| met2 | 20.9 | 2980 | 46 |
| met3 | 0.901 | 247 | 2 |
| met4 | 0 | 25 | 0 |
| met5 | 0 | 0 | - |
[cells in the mapped netlist, types with 6 or more instances]
library cell and count:
and2_1 6, mux2_2 6, nand2_1 30, ha_1 25
nor2b_1 6, a21oi_1 15, mux2i_1 10, o211ai_1 6
inv_1 22, nor2_1 9, o21ai_0 10, a31oi_1 10
nand2b_1 9, nand3_1 11
[layout make-up]
class | count | area share (%)
Inverter | 24 | 2.55
Multi-Input combinational cell | 251 | 63.5
Tap cell | 77 | 2.59
Timing Repair Buffer | 155 | 31.4
[timing repair]
action	CTS	global route
endpoints found under the setup margin	14	14
hold endpoints to repair	0	0
gates resized	107	39
setup buffers	26	5
pin swaps	36	31
[power groups by stage]
stage     logic [uW]  registers, uW  clock network [uW]
6_report         904              0                   0
5_1_grt          988              0                   0
4_1_cts          832              0                   0
No activity file was given, so power comes from the tool's default toggle rates.
